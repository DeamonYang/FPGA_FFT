==> design/flow/design.v <==
 module butterfly_ra2
 (
	rst_n,
	clk,
	bf_go,
	bf_done,
	wx,
	wy,
	x1,
	y1,
	x2,
	y2,
	bfx1,
	bfy1,
	bfx2,
	bfy2
 );
	input rst_n;
	input clk;
	input bf_go;
	output reg bf_done;
	input signed[7:0]wx;
	input signed[7:0]wy;
	input signed[7:0]x1;
	input signed[7:0]y1;
	input signed[7:0]x2;
	input signed[7:0]y2;
	output reg signed[8:0]bfx1;
	output reg signed[8:0]bfy1;
	output reg signed[8:0]bfx2;
	output reg signed[8:0]bfy2;
	reg [1:0]cnt;
	reg clc_en;
	reg signed [15:0]a;
	reg signed [15:0]b;
	reg signed [15:0]c;
	reg signed [15:0]d;
	reg signed[7:0]r_x1;
	reg signed[7:0]r_y1;
	reg signed[15:0]rel;
	reg signed[15:0]img;
	always@(posedge clk or negedge rst_n)
	if(!rst_n)
		clc_en <= 1'd0;
	else if(bf_go)
		clc_en <= 1'd1;
	else if(cnt == 2'b11)
		clc_en <= 1'd0;
	always@(posedge clk or negedge rst_n)
	if(!rst_n)begin
		r_x1 = 8'd0;
		r_y1 = 8'd0;
	end
	else if(bf_go)begin
		r_x1 <= x1;
		r_y1 <= y1;
		end
	always@(posedge clk or negedge rst_n)
	if(!rst_n)
		cnt <= 2'd0;
	else if(bf_go)
		cnt <= 2'd1;
	else if(clc_en)
		cnt <= cnt + 1'b1;
	always@(posedge clk or negedge rst_n)
	if(!rst_n)begin
		bfx1 <= 9'd0;
		bfy1 <= 9'd0;
	   bfx2 <= 9'd0;
      bfy2 <= 9'd0;
		rel <=15'd0;
		img <=15'd0;
	end else if(bf_go | clc_en )
		case(cnt)
			1: 
				begin 
					a <= x2*wx;
					b <= y2*wy;
					c <= y2*wx;
					d <= x2*wy;
				end
			2:
				begin
					rel <= (a - b);
					img <= (c + d);	
				end
			3:
				begin
					bfx1 <= {r_x1[7],r_x1} + {rel[15],rel[15:8]};
					bfy1 <= {r_y1[7],r_y1} + {img[15],img[15:8]};
					bfx2 <= {r_x1[7],r_x1} - {rel[15],rel[15:8]};
					bfy2 <= {r_y1[7],r_y1} - {img[15],img[15:8]};
				end
			default:;
		endcase
	always @(posedge clk or negedge rst_n)
	if(!rst_n)
		bf_done <= 1'b0;
	else if(cnt == 2'd3)
		bf_done <= 1'b1;
	else
		bf_done <= 1'b0;
 endmodule
 module butterfly_ra2_seri
 (
	rst_n,
	clk,
	bf_go,
	bf_done,  
	datax,
	datay,
	wx, 
	wy,
	wren, 
	bfx,
	bfy
 );
 	input rst_n;
	input clk;
	input bf_go;
	output reg bf_done;
	input[7:0]datax;
	input[7:0]datay;
	input[7:0]wx; 
	input[7:0]wy;
	output reg[7:0]bfx;
	output reg[7:0]bfy;
	output reg wren;
	reg signed[7:0]r_wx;
	reg signed[7:0]r_wy;
	reg signed[7:0]x1;
	reg signed[7:0]y1;
	reg signed[7:0]x2;
	reg signed[7:0]y2;
	wire signed[8:0]bfx1;
	wire signed[8:0]bfy1;
	wire signed[8:0]bfx2;
	wire signed[8:0]bfy2;
	wire bbf_done;
	reg r_bbf_go;
	reg[3:0]cnt;
	reg cnt_en;
	always@(posedge clk or negedge rst_n)
	if(!rst_n)
		cnt_en <= 1'd0;
	else if(bf_go)
		cnt_en <= 1'b1;
	else if(cnt >= 4'd7)
		cnt_en <= 1'd0;
	always@(posedge clk or negedge rst_n)
	if(!rst_n)
		cnt <= 'd0;
	else if(cnt_en)
		cnt <= cnt + 1'b1;
	else
		cnt <= 'd0;
	always@(posedge clk or negedge rst_n)
	if(!rst_n)begin
		r_bbf_go <= 1'b0;
		bf_done <= 1'b0;
		bfx <= 8'd0;
	   bfy <= 8'd0;
		wren <= 1'b0;
	end
	else  
		case(cnt)
			0:begin
				x1 <= datax;
				y1 <= datay;
				r_wx <= wx;
				r_wy <= wy;
				wren <= 1'b00;
				bf_done <= 1'b0;
			end
			1:begin
				x2 <= datax;
				y2 <= datay;
				r_bbf_go <= 1'd1;				
			end
			2:begin
				r_bbf_go <= 1'd0;
			end
			6:begin
				bfx <= bfx1[8:1];
				bfy <= bfy1[8:1];
				wren <= 1'b1;
			end
			7:begin
				bfx <= bfx2[8:1];
				bfy <= bfy2[8:1];			
				wren <= 1'b1;
				bf_done <= 1'b1;
			end
			8:begin
				wren <= 1'b00;
				bf_done <= 1'b0;
			end
			default:;
		endcase
	butterfly_ra2 bflab1(
		.rst_n(rst_n),
		.clk(clk),
		.bf_go(r_bbf_go),
		.bf_done(bbf_done),
		.wx(r_wx),
		.wy(r_wy),
		.x1(x1),
		.y1(y1),
		.x2(x2),
		.y2(y2),
		.bfx1(bfx1),
		.bfy1(bfy1),
		.bfx2(bfx2),
		.bfy2(bfy2)
	 );
 endmodule
==> design/flow/run.sh <==
#!/bin/bash
# OpenROAD 26Q1-2900-gdf79404cd8, Yosys 0.63+post, stock flow scripts
make -C /OpenROAD-flow-scripts/flow DESIGN_CONFIG=/design/flow/config.mk WORK_HOME=/design/flow/orfs finish
==> design/flow/config.mk <==
export PLATFORM = sky130hd
export DESIGN_NAME = butterfly_ra2_seri
export DESIGN_NICKNAME = butterfly_ra2_seri
export VERILOG_FILES = /design/flow/design.v
export SDC_FILE = /design/flow/constraint.sdc
export NUM_CORES = 4
export LEC_CHECK = 1
export CORE_UTILIZATION = 40
==> design/flow/constraint.sdc <==
current_design butterfly_ra2_seri

set clk_period 11.8
set clk_io_pct 0.2

create_clock -name clk0 -period $clk_period [get_ports {clk}]

set non_clock_inputs [all_inputs -no_clocks]
set_input_delay [expr $clk_period * $clk_io_pct] -clock clk0 $non_clock_inputs
set_output_delay [expr $clk_period * $clk_io_pct] -clock clk0 [all_outputs]
==> impl_metrics.ini <==
; synthesis and place-and-route metrics
[cts]
clk_transition_reported_paths_ns = 0.06
post_cts_buffers = 0
clock_latency_ns = 0.57
htreeDepth = 1
cts.sinks = 203
cts_tree = done
clk_path_buf_depth = 3
cts-root-buf = clkbuf_16
hold_buffers = 0
cts_buffers = 25
post_cts_resized = 0

[cells_and_area]
drive_above_1_share = 0.05177
final_cell_mix = inv_1, fa_1, ha_1
fill_cells = 4266
lay_top_count = inv_1
register_area_mm2 = 0.005640
mi_logic_area_mm2 = 0.01192
area_growth_pct = 10.71

[logic_synthesis]
yosysWarnings = 2
yosysTopAreaCell = fa_1
yosys_most_used_dff = edfxtp_1
synthTopCellsByArea = fa_1, edfxtp_1, dfrtp_1, ha_1, inv_1
ys_cells = 1901
syn_area_mm2 = 0.01922
synth_area_per_cell_um2 = 10.11
yosys_area_mm2 = 0.01922
synth_cell_types = 66
ys_seq_frac = 0.2935
async_flop_share = 0.4483
edf_count = 112
top_cell_area_share = 0.2333
syn_inst = 1901
yosys_register_bits = 203

[worst_hold_path]
hold_depth = 2
hp-class = register to register
min_to = bflab1.r_y1[1]
min_from = y1[1]

[global_routing]
antenna_found_initial = 1
grt-ovfl-total = 0
grt_start_max_net_pins = 62
track_usage = 0.1768
grt_pass1_wl_um = 65710
grt_pass1_vias = 13213

[placement]
gp_congestion = 0.8911
place_ws_ns = 6.901
io_buffers = 52
hpwlAfterDp_um = 30650

[route]
ant_nets = 0
first_pass_iters = 5
vias_per_cell = 4.860
drt_iter0_drc = 587
met2_length_um = 17760
wl_met3_um = 3321
wirelength_um = 38290
wl_per_cell_um = 14.96
wl_met1_um = 16530
top_layer_used = met5
num_vias = 12441
drc = 0

[floorplanning]
fp.dieH_um = 221.2
die_area_mm2 = 0.04893
die_x_um = 221.2
fp_util = 0.4093
ios = 53
fp-row-count = 79
core_mm2 = 0.04695

[timing]
skew_ns = 0.02063
fin_setup_tns_ns = 0
setup_viol_count_final = 0
fin_crit_ns = 4.893
worstMarginPinSlew_ns = 0.8129
maxSlewViolCount = 0
relSlewSlack = 0.4580
rsz0062_at_grt = false
worst_hold_slack_ns = 0.4534
fmax_ghz = 0.2044
min_period_over_period = 0.4146
hold_viol = 0
setup_ws_ns = 6.907

[setup_path]
critPathKind = register to register
r2r_slack_ns = 6.91
arrival_ns = 5.20
cp-start-kind = register
rr_worst_depth = 17
r2r-start = y2[7]
path_buffers = 4
cp_top_family = adder cells
rr_endpoint = bflab1.c[15]
max_stage_delay_ns = 0.64
cp_max_fo = 16
crit_path_end_kind = register
crit_path_cell_trace = and2_1 -> fa_1 -> inv_1 -> fa_1 -> inv_1 -> fa_1 -> inv_1 -> fa_1 -> inv_1 -> ha_1 -> nand2_1 -> o21ai_1 -> nor4_2 -> nor3_1 -> a2111oi_2 -> a21oi_1 -> xnor2_1
required_ns = 12.11
slowest_stage = edfxtp_1

[flow_run]
maxCapViolCount = 0
warnings = 44

[status]
outcome = complete, no violations
Yosys cell counts (all sizes together) (2+ instances only):
master and number:
fa 224, or2 2, nor3 20, nand2b 14, a21boi 8, a2bb2oi 2, a21o 6, or3 2
or4 5, o22ai 16, edfxtp 112, o21ai 88, and3 6, o211ai 5, o211a 4, o31ai 10
nand3b 2, buf 9, and2b 2, clkbuf 48, a41oi 2, nand2 144, o21bai 4, mux2i 4
and2 174, nor3b 4, a211oi 9, nor2 53, inv 387, nor2b 42, ha 179, nand3 12
nand4 9, mux2 20, o21a 9, clkinv 2, xnor2 75, nor4 6, xor2 15, a31oi 8
dfrtp 91, a21oi 57, a2111oi 2
layer usage:
metal,vias up,global-route usage
met3,44,0.06693
met1,6068,0.2540
met5,-,0
met2,230,0.2731
li1,6097,-
met4,2,0.02459
layout make-up:
type / instances / area share
diodes: 2 / 0.0002352
clock buffers: 26 / 0.03005
clock inverters: 20 / 0.01253
inverters: 389 / 0.06863
multi-input cells: 1252 / 0.5602
flip-flops and latches: 203 / 0.2651
well taps: 607 / 0.03570
repair buffers: 61 / 0.02752
metrics by stage:
stage / std cells / util / cell area [um^2]
after global placement: 2512 / 0.4338 / 20370
after detailed placement: 2512 / 0.4338 / 20370
after global routing: 2558 / 0.4531 / 21270
final: 2560 / 0.4532 / 21280
after floorplan: 1901 / - / 19220
after CTS: 2558 / 0.4531 / 21270
worst register-to-register path: cells and delay by family (launching register included):
| family | cells | cell delay (ns) |
|---|---|---|
| simple gates | 4 | 0.68 |
| flops | 1 | 0.64 |
| buf+inv | 4 | 0.21 |
| compound gates | 3 | 0.67 |
| fa+ha+maj | 5 | 2.29 |
| xor+xnor | 1 | 0.15 |
kinds of logic after synthesis:
family,share of synthesized area
adder cells (fa/ha/maj),0.3499
multiplexers,0.01380
XOR/XNOR,0.04102
AND/OR/NAND/NOR,0.1364
buffers and inverters,0.08750
AND-OR/OR-AND,0.07793
flip-flops,0.2935
registers in the layout, summed over array words and instances (netlist names), 16 cells and up:
register  count
bflab1.c     16
bflab1.b     16
bflab1.a     16
bflab1.d     16
how the worst max path moves through the flow:
stage / start / endpoint / slack, ns / cells after the start
5_1_grt: y2[7] / bflab1.c[15] / 6.59 / 17
6_report: y2[7] / bflab1.c[15] / 6.91 / 17
4_1_cts: y2[7] / bflab1.c[15] / 6.86 / 17
